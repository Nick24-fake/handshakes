==> flow/design.v <==
module valid_flop#(parameter WIDTH = 32)
(
	input					clk, 
	input					rstn,
	input					valid_i,				 
	output					ready_o,				 
	output					valid_o,				 
	input					ready_i,				 
	input		[WIDTH-1:0]	data_i,					 
	output	reg	[WIDTH-1:0]	data_o					 
);
reg			valid_r;
always @(posedge clk or negedge rstn)begin
	if(!rstn)begin
		#1 valid_r <= 0;
	end else if(valid_i) begin
		#1 valid_r <= 1;
	end else if(ready_i) begin
		#1 valid_r <= 0;
	end
end
always @(posedge clk or negedge rstn)begin
	if(!rstn)begin
		#1 data_o <= 0;
	end else if(valid_i & ready_o)begin
		#1 data_o <= data_i;
	end
end
assign valid_o = valid_r;
assign ready_o = !valid_r | ready_i;		
endmodule
module ready_flop#(parameter WIDTH = 32)
(
	input					clk, 
	input					rstn,
	input					valid_i,				 
	output					ready_o,				 
	output	 				valid_o,				 
	input					ready_i,				 
	input		[WIDTH-1:0]	data_i,					 
	output		[WIDTH-1:0]	data_o					 
);
reg				ready_rn;
reg	[WIDTH-1:0]	data;
always @(posedge clk or negedge rstn)begin
	if(!rstn)begin
		#1 ready_rn <= 0;
	end else if(ready_i) begin
		#1 ready_rn <= 0;
	end else if(valid_i) begin
		#1 ready_rn <= 1;
	end
end
always @(posedge clk or negedge rstn)begin
	if(!rstn)begin
		#1 data <= 0;
	end else if(valid_i & ready_o)begin
		#1 data <= data_i;
	end
end
assign data_o = data;
assign ready_o = !ready_rn;		
assign valid_o = ready_rn | valid_i;
endmodule
module valid_ready_flop#(parameter WIDTH = 32)
(
	input					clk, 
	input					rstn,
	input					valid_i,				 
	output					ready_o,				 
	output	 				valid_o,				 
	input					ready_i,				 
	input		[WIDTH-1:0]	data_i,					 
	output		[WIDTH-1:0]	data_o					 
);
wire				valid_o_1;
wire				ready_o_1;
wire	[WIDTH-1:0]	data_o_1;
ready_flop rf1(
        clk,
        rstn,
        valid_i,
        ready_o_1,
        valid_o_1,
        ready_i,
		data_i,
        data_o_1
        );
valid_flop vf2(
        clk,
        rstn,
        valid_o_1,
        ready_o,
        valid_o,
        ready_o_1,
		data_o_1,
        data_o
        );
endmodule
module syn#(parameter WIDTH = 32)
(
	input					clk, 
	input					rstn,
	input					valid_i,				 
	output					ready_o,				 
	output					valid_o,				 
	input					ready_i,				 
	input		[WIDTH-1:0]	data_i,					 
	output		[WIDTH-1:0]	data_o					 
);
reg	flag;
assign valid_o = valid_i;
assign ready_o = ready_i;
assign data_o = flag ? data_i : 0;
always @(posedge clk or negedge rstn) begin
	if(!rstn) begin
		#1 flag <= 0;
	end else begin
		#1 flag <= 1;
	end
end
endmodule
==> flow/run.sh <==
#!/bin/bash
# OpenROAD 26Q1-2900-gdf79404cd8, Yosys 0.63+post, stock flow scripts
make -C /OpenROAD-flow-scripts/flow DESIGN_CONFIG=/design/flow/config.mk WORK_HOME=/design/flow/orfs finish
==> flow/config.mk <==
export PLATFORM = sky130hd
export DESIGN_NAME = valid_ready_flop
export DESIGN_NICKNAME = valid_ready_flop
export VERILOG_FILES = /design/flow/design.v
export SDC_FILE = /design/flow/constraint.sdc
export NUM_CORES = 4
export LEC_CHECK = 1
export CORE_UTILIZATION = 50
==> flow/constraint.sdc <==
current_design valid_ready_flop

set clk_period 2.9
set clk_io_pct 0.2

create_clock -name clk0 -period $clk_period [get_ports {clk}]

set non_clock_inputs [all_inputs -no_clocks]
set_input_delay [expr $clk_period * $clk_io_pct] -clock clk0 $non_clock_inputs
set_output_delay [expr $clk_period * $clk_io_pct] -clock clk0 [all_outputs]
==> flow_summary.ini <==
; flow metrics
[final_timing]
maxSlewViolCount = 0
tightest_slew_ns = 0.790
rsz_0062_raised_after_global_routing = false
fin_tns_setup_ns = 0
timing_limited_maximum_frequency_mhz = 497
max-slew-margin-rel_pct = 47.4
part_of_the_cycle_the_worst_path_needs_pct = 69.4
finalSetupViolations = 0
finClkSkew_ns = 0.00294
timing_hold_violations_final = 0
crit_path_time_final_ns = 2.01

[flow_run]
stage_log_warnings = 26
max_capacitance_violation_count = 0

[clock_tree]
postCtsHoldBufs = 0
clock.latency.late_pin_ns = 0.31
post_cts_resized = 0
clock-root-buffer = sky130_fd_sc_hd__clkbuf_8
post_cts_buffers = 0
cts_max_path_buffers = 2
clock_slew_seen_by_the_registers_of_the_worst_setup_and_hold_paths_ns = 0.06
cts.sinks = 66
tritoncts.num_buffers = 9
tritoncts = done
cts_htree_levels = 3

[routing]
vias_per_cell = 4.87
postRouteWirelength_mm = 4.07
drtAntennaViolNets = 0
insertedDiodeCount = 0
first_iter_violations = 64
remaining_drc_errors = 0
first_pass_iters = 4
routed_wire_length_per_instance_um = 14.1
vias = 1402

[floorplanning]
chipWidth_um = 74.5
core-area_um2 = 5070
die_area_um2 = 5550
floorplan.core_util_pct = 51.8
io-pin-count = 70
placement_rows = 26
die_h_um = 74.5

[synthesis]
syn_area_um2 = 2630
synth.yosys.num_cells = 142
netlist-cell-type-count = 11
ys_ff = 66
syn_area_per_cell_um2 = 18.5
yosys-stat-area_um2 = 2630
yosys.stat.seqShare_pct = 62.8
synthesis.yosys.warnings = 2
netlist_instances = 142

[global_routing]
maximum_number_of_pins_on_one_net_before_global_route_repair = 67
grt_first_pass_wirelength_mm = 6.59
grt-ovfl-total = 0
grtUsageTotal_pct = 16.2
number_of_antenna_violations_at_the_first_check_in_global_routing = 0
first_global_vias = 1427

[critical_path]
crit_path_start_kind = register
critical_setup_path_kind = reg2out
startpoint = rf1.ready_rn
critical-path-slowest-cell = sky130_fd_sc_hd__clkdlybuf4s50_1
regToRegSetupSlack_ns = 1.41
crit_family = buffers and inverters
worst-path-stages = 2
worstPathArrival_ns = 1.43
reg2reg_to = vf2.data_o[31]
critical_path.reg2reg.startpoint = rf1.ready_rn
worst_path_cell_chain = nand2_1, clkdlybuf4s50_1
worst-endpoint-required_ns = 2.32
critPathMaxStageDelay_ns = 0.51
end_kind = primary output
worst-path-max-fanout = 3
timing.reg2reg.worst_path_depth = 3
critical_path.n_buffers_inverters = 1

[final_layout]
area_growth_pct = 32.8
drive_above_1_share_pct = 36.7
layout.cells.most_common = sky130_fd_sc_hd__clkdlybuf4s50_1
layout_top_cells_excl_fill_tap = 68 x sky130_fd_sc_hd__clkdlybuf4s50_1, 66 x sky130_fd_sc_hd__dfrtp_1, 32 x sky130_fd_sc_hd__mux2_2, 30 x sky130_fd_sc_hd__mux2_4, 12 x sky130_fd_sc_hd__clkbuf_8

[placed_design]
routability_cong = 0.772
port-buffer-count = 69
detailedPlacementHpwl_mm = 2.63

[pwr]
power-per-cell-area_nw_per_um2 = 676
cellInternalPower_uw = 1880
switching_share_pct = 20.5
p_sw_uw = 484
pwr-share-seq_pct = 50.4
p_total_uw = 2360
ir_worst_vdd_uv = 409
pwr-share-clk_pct = 27.1
power_leakage_uw = 0.00154
p_comb_share_pct = 22.5

[min_path]
min_path_type = in2async

[run_status]
run_status = completed
==> metal layers <==
metal  up-vias  global-route usage (%)  wire (um)
met1       709                    26.6       1910
met5         -                       0          0
li1        645                       -          -
met3         4                    3.43        244
met2        44                    23.8       1880
met4         0                    3.35         44
==> worst max path at each step <==
| stage | end | slack (ns) |
|---|---|---|
| CTS | ready_o | 0.85 |
| global route | ready_o | 0.83 |
| finish | ready_o | 0.89 |
==> per-stage QoR <==
stage / hold WS [ns] / utilization [%] / area [um2] / worst slack, ns / cells
after CTS: 0.453 / 68.8 / 3490 / 0.854 / 288
after global routing: 0.489 / 68.8 / 3490 / 0.835 / 288
final: 0.446 / 68.8 / 3490 / 0.887 / 288
after global placement: 0.467 / 65.5 / 3330 / 0.814 / 276
after floorplan: 0.284 / - / 2630 / 1.40 / 142
after detailed placement: 0.480 / 65.5 / 3330 / 0.781 / 276
==> power groups by stage <==
stage / sequential [uW] / combinational, uW / clock (uW)
after CTS: 1190 / 541 / 665
after global routing: 1210 / 578 / 705
final: 1190 / 530 / 639
==> area by class of cell <==
cell class	instances	area (um2)
Sequential cell	66	1650
Clock buffer	12	165
Multi-Input combinational cell	69	886
Tap cell	70	87.6
Timing Repair Buffer	71	701
Fill cell	350	1580
==> state kept, by name, summed over array words and instances (netlist names) <==
register      count
rf1.data         32
vf2.data_o       32
vf2.valid_r       1
rf1.ready_rn      1
==> Yosys cell counts, drive strengths merged <==
cell	n	area, um2
dfrtp	66	1650
mux2	64	833
nand2	2	23.8
or2	1	8.76
nor2b	2	12.5
buf	7	98.8
==> logic make-up (layout without fill, tap and decap cells) <==
| logic type | count (synthesis) | count (layout) | synth area share, % |
|---|---|---|---|
| buffers and inverters | 7 | 83 | 3.76 |
| and+or+nand+nor | 5 | 5 | 1.71 |
| DFF | 66 | 66 | 62.8 |
| muxes | 64 | 64 | 31.7 |
No activity file was given, so power comes from the tool's default toggle rates.
